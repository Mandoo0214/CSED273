===== flow/design.v =====
`timescale 1ps / 1fs
module adder(
    input [3:0] x,
    input [3:0] y,
    input c_in,              
    output [3:0] out,
    output c_out             
); 
    wire [3:0] mid_c0;
    wire [3:0] mid_c1;
    wire [3:0] mid_s0;
    wire [3:0] mid_s1;
    wire [3:0] mid_cout;
    xor(mid_s0[0], x[0], y[0]);
    and(mid_c0[0], x[0], y[0]);
    xor(mid_s1[0], mid_s0[0], c_in);
    and(mid_c1[0], mid_s0[0], c_in);
    assign mid_cout[0] = mid_c0[0] | mid_c1[0];
    assign out[0] = mid_s1[0];
    xor(mid_s0[1], x[1], y[1]);
    and(mid_c0[1], x[1], y[1]);
    xor(mid_s1[1], mid_s0[1], mid_cout[0]);
    and(mid_c1[1], mid_s0[1], mid_cout[0]);
    assign mid_cout[1] = mid_c0[1] | mid_c1[1];
    assign out[1] = mid_s1[1];
    xor(mid_s0[2], x[2], y[2]);
    and(mid_c0[2], x[2], y[2]);
    xor(mid_s1[2], mid_s0[2], mid_cout[1]);
    and(mid_c1[2], mid_s0[2], mid_cout[1]);
    assign mid_cout[2] = mid_c0[2] | mid_c1[2];
    assign out[2] = mid_s1[2];
    xor(mid_s0[3], x[3], y[3]);
    and(mid_c0[3], x[3], y[3]);
    xor(mid_s1[3], mid_s0[3], mid_cout[2]);
    and(mid_c1[3], mid_s0[3], mid_cout[2]);
    assign mid_cout[3] = mid_c0[3] | mid_c1[3];
    assign out[3] = mid_s1[3];
    assign c_out = mid_cout[3];    
endmodule
module arithmeticUnit(
    input [3:0] x,
    input [3:0] y,
    input [2:0] select,
    output [3:0] out,
    output c_out             
);
    wire [3:0] in_y;
    assign in_y[0] = (y[0] & select[1]) | (~y[0] & select[2]);
    assign in_y[1] = (y[1] & select[1]) | (~y[1] & select[2]);
    assign in_y[2] = (y[2] & select[1]) | (~y[2] & select[2]);
    assign in_y[3] = (y[3] & select[1]) | (~y[3] & select[2]);
    adder A0(x[3:0], in_y[3:0], select[0], out[3:0], c_out);
endmodule
module mux4to1(
    input [3:0] in,
    input [1:0] select,
    output out
);
    assign out = select[1] ? (select[0] ? in[3] : in[2]) : (select[0] ? in[1] : in[0]);
endmodule
module logicUnit(
    input [3:0] x,
    input [3:0] y,
    input [1:0] select,
    output [3:0] out
);
    wire [3:0] in_xy0;
    wire [3:0] in_xy1;
    wire [3:0] in_xy2;
    wire [3:0] in_xy3;
    assign in_xy0[0] = x[0] & y[0];
    assign in_xy0[1] = x[0] | y[0];
    assign in_xy0[2] = x[0] ^ y[0];
    assign in_xy0[3] = ~x[0];
    mux4to1 MUX0(in_xy0[3:0], select[1:0], out[0]);
    assign in_xy1[0] = x[1] & y[1];
    assign in_xy1[1] = x[1] | y[1];
    assign in_xy1[2] = x[1] ^ y[1];
    assign in_xy1[3] = ~x[1];
    mux4to1 MUX1(in_xy1[3:0], select[1:0], out[1]);
    assign in_xy2[0] = x[2] & y[2];
    assign in_xy2[1] = x[2] | y[2];
    assign in_xy2[2] = x[2] ^ y[2];
    assign in_xy2[3] = ~x[2];
    mux4to1 MUX2(in_xy2[3:0], select[1:0], out[2]);
    assign in_xy3[0] = x[3] & y[3];
    assign in_xy3[1] = x[3] | y[3];
    assign in_xy3[2] = x[3] ^ y[3];
    assign in_xy3[3] = ~x[3];
    mux4to1 MUX3(in_xy3[3:0], select[1:0], out[3]);
endmodule
module mux2to1(
    input [1:0] in,
    input  select,
    output out
);
    assign out = select ? in[1] : in[0];
endmodule
module lab5_1(
    input [3:0] x,
    input [3:0] y,
    input [3:0] select,
    output [3:0] out,
    output c_out             
);
    wire [3:0] Aout;
    wire [3:0] Lout;
    wire [1:0] in0;
    wire [1:0] in1;
    wire [1:0] in2;
    wire [1:0] in3;
    arithmeticUnit A(x[3:0], y[3:0], select[2:0], Aout[3:0], c_out);
    logicUnit L(x[3:0], y[3:0], select[1:0], Lout[3:0]);
    assign in0[0] = Aout[0];
    assign in0[1] = Lout[0];
    mux2to1 MUX0(in0[1:0], select[3], out[0]);
    assign in1[0] = Aout[1];
    assign in1[1] = Lout[1];
    mux2to1 MUX1(in1[1:0], select[3], out[1]);
    assign in2[0] = Aout[2];
    assign in2[1] = Lout[2];
    mux2to1 MUX2(in2[1:0], select[3], out[2]);
    assign in3[0] = Aout[3];
    assign in3[1] = Lout[3];
    mux2to1 MUX3(in3[1:0], select[3], out[3]);
endmodule

===== flow/run.sh =====
#!/bin/bash
# OpenROAD 26Q1-2900-gdf79404cd8, Yosys 0.63+post, stock flow scripts
make -C /OpenROAD-flow-scripts/flow DESIGN_CONFIG=/design/flow/config.mk WORK_HOME=/design/flow/orfs finish

===== flow/config.mk =====
export PLATFORM = sky130hd
export DESIGN_NAME = lab5_1
export DESIGN_NICKNAME = lab5_1
export VERILOG_FILES = /design/flow/design.v
export SDC_FILE = /design/flow/constraint.sdc
export NUM_CORES = 4
export LEC_CHECK = 1
export CORE_AREA = 10 10 70 70
export DIE_AREA = 0 0 80 80

===== flow/constraint.sdc =====
current_design lab5_1

set clk_period 4.0
set clk_io_pct 0.2

create_clock -name clk0 -period $clk_period

set non_clock_inputs [all_inputs -no_clocks]
set_input_delay [expr $clk_period * $clk_io_pct] -clock clk0 $non_clock_inputs
set_output_delay [expr $clk_period * $clk_io_pct] -clock clk0 [all_outputs]

==> deck_impl_summary.md <==
Implementation Results

Status
  – Status: complete, no violations

STA
  – RSZ-0062 raised after global routing: no
  – Final min period: 3.86 ns
  – Hold Vio Cnt, Final: 0
  – Setup WS post-layout: 0.139 ns
  – Worst rel slew slack: 76.0%
  – Fin Setup TNS: 0 ns
  – Hold Slack: 2.26 ns
  – Pins over their slew limit: 0
  – Slew @ Worst Pin: 0.358 ns
  – Tcrit/Tclk final: 96.5%
  – Final setup violation count: 0
  – Fmax: 259 MHz

Critical path
  – Crit-path max cell delay: 0.42 ns
  – Crit path arrival time: 3.06 ns
  – Critical Path Source Type: input pin
  – Setup Crit Path Kind: input pin to output port
  – Crit end category: output port
  – Most common cell on crit path: fa_1
  – Cells along the critical path: dlygate4sd2_1 -> mux2_2 -> fa_2 -> fa_1 -> inv_1 -> fa_1 -> a221oi_2 -> buf_2
  – Critical-path maximum fanout: 3
  – Slowest cell on crit path: fa_1
  – Crit path DRT: 3.20 ns
  – CP startpoint: y[1]

Final layout
  – Layout clock buffer count: 0
  – Layout Cells excl Fill: 121
  – Layout cells sized above 1: 26.7%
  – Fillers: 384
  – Flop count: 0
  – FF/Latch Area: 0 µm²
  – P&R area growth vs syn: 52.2%

Synthesis
  – Syn Area/Cell: 8.00 µm²
  – Commonest cells in the netlist: inv_1, ha_1, a211oi_1, buf_4, fa_1
  – Ys Warns: 0
  – Post-synth cell types: 18
  – Yosys Instances: 56
  – Yosys top cell area share: 22.3%
  – Yosys top cell by instances: inv_1
  – Post-synth seq share: 0%
  – Top cells by area: ha_1, fa_1, inv_1
  – YS chip area: 448 µm²
  – Cell type with the largest total area: ha_1
  – Post-synthesis cell count: 56
  – Netlist Area Pre-Place: 448 µm²

Run
  – Tool Warnings: 36
  – Max-cap viol count: 0

Pwr
  – Peak VDD IR: 35.4 µV
  – Gate power share: 100.0%
  – PwrDens: 108 nW/µm²
  – Clock share of power: 0%
  – Switching Fraction: 41.0%
  – Leakage: 0.326 nW
  – Int Power: 0.0000434 W
  – P_sw: 0.0000302 W
  – Sequential Power Share: 0%

Floorplan
  – Die Y: 80 µm
  – Cell Rows: 21
  – Floorplan-stage core utilization: 13.1%
  – I/O Pins: 17
  – Core area: 3420 µm²
  – Chip width: 80 µm
  – Die area: 6400 µm²

Clocking
  – Hold-fix buffers, CTS: 0
  – Post-CTS setup buffers: 0

Min path
  – Min-delay src: select[1]
  – HP Class: input pin to output port

Route
  – Antenna fix cells: 0
  – DRC Markers: 0
  – Vias: 420
  – Routed wire length: 1.22 mm
  – Via density: 3.47
  – Pre-antenna DRT Iters: 4
  – Drt wl/cell: 10.1 µm
  – DR iter-0 viols: 24
  – Final ANT Viol Nets: 0

Global route
  – Largest net degree at the start of global routing: 14
  – Vias in the first global route: 422
  – Total gr overflow: 0
  – Initial antenna violation count: 0
  – GRT Overall Usage: 3.64%
  – Global-route wire length before repair: 1.94 mm

Placement
  – Post-placement worst setup slack: -0.687 ns
  – Placed cells: 121
  – Dpl hpwl: 1.04 mm
  – # port buffers: 17
  – Placer Congestion: 0.853
final cells by class:
cell class	instances	area [µm²]	area share, %
inverter	13	48.8	7.16
timing repair buffer	24	203	29.7
tap	46	57.6	8.44
multi-input combinational	38	373	54.7
kinds of logic (layout without fill, tap and decap cells):
| family | after synthesis | count (layout) | synth area share, % |
|---|---|---|---|
| compound gates | 12 | 12 | 19.6 |
| fa+ha+maj | 12 | 12 | 40.2 |
| simple gates | 10 | 10 | 10.6 |
| mux | 4 | 4 | 9.50 |
| buf+inv | 18 | 37 | 20.1 |
metrics by stage:
stage                     cell area [µm²]  util (%)  total power [W]
final                                 682      20.0        0.0000736
after global routing                  682      20.0        0.0000831
after CTS                             687      20.1        0.0000744
after detailed placement              687      20.1        0.0000748
after global placement                687      20.1        0.0000742
after floorplan                       448         -        0.0000400
repair_timing:
action | CTS | global route
pin swaps | 2 | 1
gates resized | 12 | 9
setup endpoints to repair | 3 | 2
worst paths after layout:
kind / to / slack [ns] / cells after the start
worst max-delay path: out[3] / 0.14 / 8
worst min-delay path: out[3] / 2.26 / 5
placed cells by master, fill, tap and decap left out, drive strengths merged, types with 3 or more instances in the layout:
master,count
a211oi,4
buf,8
clkbuf,3
clkdlybuf4s50,10
fa,4
ha,8
inv,13
nand2,3
nor2,4
o21ai,3
power groups by stage:
stage | Clock, W | Sequential, W | Combinational (W)
4_1_cts | 0 | 0 | 0.0000744
6_report | 0 | 0 | 0.0000736
5_1_grt | 0 | 0 | 0.0000831
worst max-delay path, delay by kind of cell:
family          cells  cell delay, ns
fa+ha+maj           3            1.14
buf+inv             3            0.47
mux                 1            0.36
compound gates      1            0.28
layer usage:
metal,GRT usage (%),wire [µm]
met1,5.62,639
met5,0,0
met4,0,0
met3,2.50,201
met2,4.09,379
Power figures rest on the tool's default switching activity, not on a simulated workload.
